## ./design.v

```verilog
module stage_wb(
    input  wire[31:0]  wb_mem_data,
    input  wire[31:0]  wb_alu_o,
    input  wire[127:0] wb_matrix_o,
    input  wire        wb_mem2reg,
    output wire[31:0]  w_regs_data,
    output wire[127:0] w_matrix_data
);
assign w_regs_data = wb_mem2reg ? wb_mem_data : wb_alu_o;
assign w_matrix_data = wb_matrix_o;
endmodule
```

## ./run.sh

```bash
#!/bin/bash
# OpenROAD 26Q1-2900-gdf79404cd8, Yosys 0.63+post, stock flow scripts
make -C /OpenROAD-flow-scripts/flow DESIGN_CONFIG=/design/flow/config.mk WORK_HOME=/design/flow/orfs finish
```

## ./config.mk

```make
export PLATFORM = sky130hd
export DESIGN_NAME = stage_wb
export DESIGN_NICKNAME = stage_wb
export VERILOG_FILES = /design/flow/design.v
export SDC_FILE = /design/flow/constraint.sdc
export NUM_CORES = 4
export LEC_CHECK = 1
export CORE_AREA = 10 10 143 143
export DIE_AREA = 0 0 153 153
```

## ./constraint.sdc

```tcl
current_design stage_wb

set clk_period 1.0
set clk_io_pct 0.2

create_clock -name clk0 -period $clk_period

set non_clock_inputs [all_inputs -no_clocks]
set_input_delay [expr $clk_period * $clk_io_pct] -clock clk0 $non_clock_inputs
set_output_delay [expr $clk_period * $clk_io_pct] -clock clk0 [all_outputs]
```

==> flow_summary.toml <==
# yosys + openroad results
[run_status]
status = "finished, violations left"
violations = "negative setup slack"

[synth]
area_leaders = "buf_4, mux2_4, buf_12, mux2_2, buf_6"
syn_inst = 164
yosys_warnings = 0
syn_area_sq_um = 1510
largest_area_cell = "buf_4"
top_area_frac = 0.638
synth.distinct_cells = 5
yosysChipArea_sq_um = 1510
postSynthAreaPerCell_sq_um = 9.18
ys_seq_share = 0
yosysCellCount = 164

[grt]
gr-usage-all-layers = 0.0511
antenna_found_initial = 0
use_met1 = 0.0478
overflow = 0
first_global_vias = 1080
busiest_layer = "met2"
grt_max_degree = 8
grt_use_met3 = 0.0367
use_met2 = 0.0772
grt_pass1_wl_microns = 8690

[final_layout]
fin_area_sq_um = 1940
multiInputGateArea_sq_um = 480
post_route_cells_drive_above_1_share = 0.539
nFillCells = 1993
finalNonFillerCells = 366
nClkBuffers = 0
syn2layout_area_growth_pct = 29.2
fin_util = 0.112
regArea_sq_um = 0
flop-count = 0

[pwr]
ir_drop_mv = 0.143
p_leak_nw = 0.946
totalPowerFinal_mw = 0.733
cellPowerDensity_nw_per_um2 = 377

[flow_run]
cap_violations = 0
warnings = 34

[placed_design]
place_inst = 356
dp_slack_ns = -0.560
place_area_sq_um = 1760
place_congestion = 0.699
io_buffers = 97
dp_hpwl_microns = 5280

[worst_setup_path]
cp_common_cell = "buf_12"
start_kind = "input port"
crit_required_ns = 0.80
cp_slowest_cell = "mux2_4"
critPathCaptureType = "output pin"
crit_path_max_incr_delay_ns = 0.29
critPathMaxFanout = 4
crit_chain = "buf_12, buf_12, buf_16, buf_12, mux2_4, buf_2"
crit_type = "input port to output pin"
arrival_ns = 1.11

[drt]
routed_wl_microns = 6580
drt-wirelength-per-cell_microns = 18.0
drc_errors = 0
dr_total_vias = 909
drt_pass1_iterations = 3
antenna_cells = 0
drt_iter0_drc = 12
ant_nets = 0
viasPerCell = 2.48

[clock_tree]
cts_hold_buf = 0

[sta]
period_minus_slack_ns = 1.31
finalCritPeriodShare = 1.31
fmax_mhz = 766
worst_pin_slew_ns = 0.116
slew_violations = 0
hold_violations = 0
hold_ws_ns = 0.400
rsz0062_at_grt = "true"
relSlewSlack = 0.923
worst_slack_ns = -0.305
finalSetupTns_ns = -6.75
setup_viol = 32

[floorplan]
io_pins = 353
coreArea_sq_um = 17300
die-width_microns = 153
dieHeight_microns = 153
chip_area_sq_um = 23400
fp_util = 0.0870
core.rowCount = 48

[hold_path]
hold_class = "input port to output pin"
==> metal layers <==
metal	wire length, microns	vias up	share of wire
met5	0	-	0
met4	489	0	0.074
met3	1150	60	0.17
met2	2980	149	0.45
met1	1960	351	0.30
li1	-	349	-
==> cells by family after synthesis <==
group	after synthesis	synth area share
mux	32	0.314
buf+inv	132	0.686
==> synth_stat cells <==
cell type,n
mux2_2,2
buf_4,128
mux2_4,30
buf_6,1
buf_12,3
==> report_power, final <==
group / switching, mW / internal, mW / leakage (nW)
clock: 0 / 0 / 0
sequential: 0 / 0 / 0
combinational: 0.180 / 0.553 / 0.946
total: 0.180 / 0.553 / 0.946
==> path summary, 6_finish.rpt <==
kind,slack [ns],cells past startpoint,from,end
max,-0.31,6,wb_mem2reg,w_regs_data[4]
min,0.40,0,wb_matrix_o[103],w_matrix_data[103]
==> final cells by class <==
cell class,instances,share of cell area
repair buffers,109,0.608
multi-input cells,32,0.247
well taps,225,0.145
==> repair_timing <==
item / 4_1_cts / 5_1_grt
setup buffers: 8 / 0
pin swaps: 0 / 0
gates resized: 161 / 18
cloned: 3 / 0
endpoints found under the setup margin: 32 / 32
==> cell usage in the layout (no fill, tap or decap) <==
master,count
buf_12,7
clkdlybuf4s50_1,27
buf_6,22
clkbuf_2,1
dlymetal6s2s_1,12
buf_16,3
buf_2,10
dlygate4sd2_1,25
buf_4,1
mux2_4,32
clkdlybuf4s15_1,1
==> worst max-delay path, delay by kind of cell <==
kind,cells,cell delay (ns)
buffers and inverters,5,0.62
muxes,1,0.29
No activity file was given, so power comes from the tool's default toggle rates.
